<file path="design/flow/config.mk">
export PLATFORM = sky130hd
export DESIGN_NAME = uart
export DESIGN_NICKNAME = uart
export VERILOG_FILES = /design/flow/design.v
export SDC_FILE = /design/flow/constraint.sdc
export NUM_CORES = 4
export LEC_CHECK = 1
export CORE_UTILIZATION = 40
</file>
<file path="design/flow/constraint.sdc">
current_design uart

set clk_period 4.1
set clk_io_pct 0.2

create_clock -name clk0 -period $clk_period [get_ports {clk}]

set non_clock_inputs [all_inputs -no_clocks]
set_input_delay [expr $clk_period * $clk_io_pct] -clock clk0 $non_clock_inputs
set_output_delay [expr $clk_period * $clk_io_pct] -clock clk0 [all_outputs]
</file>
<file path="design/flow/design.v">
module uart (
  input  logic        clk,         
  input  logic        rst,        
  input  logic        rx,         
  output logic [7:0]  data_out,   
  output logic        data_valid   
);
  logic [3:0]   bit_index;    
  logic [7:0]   shift_reg;    
  logic [16:0]  clk_count;    
  logic         receiving;   
  localparam int BAUD_TICKS = 104;   
  always_ff @(posedge clk or posedge rst) begin
    if (rst) begin
      bit_index   <= 0;
      shift_reg   <= 0;
      clk_count   <= 0;
      receiving   <= 0;
      data_out    <= 0;
      data_valid  <= 0;
    end else begin
      data_valid <= 0;
      if (!receiving && rx == 0) begin
        receiving   <= 1;
        clk_count   <= BAUD_TICKS + (BAUD_TICKS >> 1);   
        bit_index   <= 0;
      end else if (receiving) begin
        if (clk_count == 0) begin
          shift_reg <= {rx, shift_reg[7:1]};  
          if (bit_index == 7) begin
            data_out    <= {rx, shift_reg[7:1]};
            data_valid  <= 1;
            receiving   <= 0;
          end else begin
            bit_index   <= bit_index + 1;
            clk_count   <= BAUD_TICKS;
          end
        end else begin
          clk_count <= clk_count - 1;
        end
      end
    end
  end
endmodule
</file>
<file path="design/flow/run.sh">
#!/bin/bash
# OpenROAD 26Q1-2900-gdf79404cd8, Yosys 0.63+post, stock flow scripts
make -C /OpenROAD-flow-scripts/flow DESIGN_CONFIG=/design/flow/config.mk WORK_HOME=/design/flow/orfs finish
</file>
==> impl_metrics.json <==
{
  "status": "complete, no violations",
  "rows": 25,
  "cts_hold_buf": 0,
  "synth_flops": 38,
  "area_growth_pct": 15.3,
  "drc": 0,
  "wl_met1_um": 2010,
  "ys_warn_count": 1,
  "power_density_nw_per_um2": 605,
  "rr_endpoint": "data_out[1]$_DFFE_PP0P_",
  "synthCells": 191,
  "critPathMaxFanout": 11,
  "viasPerCell": 5.79,
  "yosys.cell_count.top_type": "dfrtp_1",
  "wl_um": 4210,
  "synth_area_per_cell_um2": 10.5,
  "num_antenna_cells": 0,
  "die_w_um": 72.8,
  "p_comb_share_pct": 29.7,
  "nFillCells": 420,
  "grt_max_degree": 39,
  "routedWlPerCell_um": 15.5,
  "regToRegSetupSlack_ps": 1650,
  "drt_iter0_drc": 166,
  "cts_resized": 0,
  "tightestPinTransition_ps": 508,
  "clk_latency_ps": 290,
  "finalCriticalPeriod_ps": 2450,
  "h-tree-depth": 2,
  "power_frac_seq_pct": 42.7,
  "yosysTopAreaCell": "dfrtp_1",
  "antenna_found_initial": 0,
  "cts_tree": "yes",
  "critPathCaptureType": "flop",
  "finalSetupViolations": 0,
  "fin_cells": 271,
  "ctsRootBufferMaster": "clkbuf_8",
  "setup_tns_ps": 0,
  "critical_path_class": "flop to flop",
  "yosys_most_used_dff": "dfrtp_1",
  "cts_buffers": 5,
  "die_y_um": 72.8,
  "rr_worst_depth": 4,
  "syn_area_um2": 2010,
  "worstPathRequired_ps": 4270,
  "hpwlAfterDp_um": 2870,
  "p_sw_share_pct": 35.7,
  "min_path_type": "flop to flop",
  "clkPwrFrac_pct": 27.6,
  "vias": 1569,
  "ir_worst_vdd_mv": 0.221,
  "place_inst": 263,
  "cp-startpoint": "clk_count[14]$_DFFE_PP0P_",
  "grt_pass1_vias": 1496,
  "ant_nets": 0,
  "wl_met2_um": 1860,
  "synthArstFlopShare_pct": 100,
  "max_slew_margin_pct": 65.7,
  "grt_pass1_wl_um": 7400,
  "maxCapViolCount": 0,
  "clk_pin_slew_ps": 80,
  "crit_end": "data_out[1]$_DFFE_PP0P_",
  "finalHoldViolCount": 0,
  "edf_count": 0,
  "cp.arrival_ps": 2630,
  "hold_start": "shift_reg[1]$_DFFE_PP0P_",
  "chipArea_um2": 5300,
  "synth.top_cell.area_share_pct": 47.4,
  "largest_register_ffs": 17,
  "rsz0062_at_grt": "false",
  "fmax_ghz": 0.407,
  "clock_sinks": 38,
  "first_pass_iters": 4,
  "slew_viol_final": 0,
  "cp-start-kind": "flop",
  "overflow": 0,
  "grt_use_total_pct": 18.5,
  "clk_path_buf_depth": 2,
  "synth-cells-yosys": 191,
  "drive_above_1_share_pct": 16.2,
  "log.warning_count": 26,
  "ys_area_um2": 2010,
  "ios": 12,
  "portBuffers": 11,
  "area_leaders": "dfrtp_1, mux2_2, a221o_1, nand2_1, nor3_1",
  "p_leak_nw": 1.00,
  "ys_top_cells_by_count": "dfrtp_1, mux2_2, nand2_1",
  "intPower_uw": 900,
  "fin_skew_ps": 9.54,
  "p_switching_uw": 500,
  "cts_setup_buffers": 0,
  "ys_types": 43,
  "r2r-start": "clk_count[14]$_DFFE_PP0P_",
  "route.met3.wl_um": 262,
  "period_used_pct": 59.9,
  "highest_layer": "met4",
  "comb_area_um2": 971,
  "ff_latch_area_um2": 951,
  "synth_seq_share_pct": 47.4,
  "coreArea_um2": 4790,
  "gp_congestion": 0.907,
  "fp-utilization_pct": 41.9
}
-- kinds of logic after synthesis --
kind of cell,synth area share [%]
compound gates,17.5
simple gates,20.1
buf+inv,4.18
flops,47.4
fa+ha+maj,1.87
mux,8.92
-- final cells by class --
cell class              instances  area share [%]
multi-input cells             134            42.0
flip-flops and latches         38            41.1
repair buffers                 14            5.73
well taps                      67            3.62
clock buffers                   5            2.97
clock inverters                 3            2.97
inverters                      10            1.62
-- stage by stage --
step	util, %	setup WS (ps)	cell area (um2)	hold WS (ps)	total power, mW
floorplan	-	2180	2010	456	0.921
global placement	45.5	1580	2180	483	0.996
detailed placement	45.5	1540	2180	500	1.01
finish	48.3	1650	2310	510	1.40
CTS	48.3	1660	2310	517	1.40
global route	48.3	1410	2310	537	1.50
-- per-layer routing --
metal | GRT usage, % | vias up
li1 | - | 752
met1 | 29.1 | 754
met2 | 26.9 | 54
met3 | 4.06 | 9
met4 | 4.36 | 0
met5 | 0 | -
-- worst min path at each step --
stage / endpoint / depth (start not counted)
final: data_out[0]$_DFFE_PP0P_ / 1
after CTS: data_out[0]$_DFFE_PP0P_ / 1
after global routing: data_out[7]$_DFFE_PP0P_ / 1
-- power groups by stage --
stage	Combinational [mW]	Clock (mW)	Sequential (mW)
CTS	0.414	0.394	0.594
global route	0.469	0.410	0.618
finish	0.416	0.387	0.598
-- critical path, stage by stage (launching register included) --
cell and delay, ps:
dfrtp_1 450, nor4_1 450, nand4_1 490, nor3_4 560
mux2_2 390
-- layout by cell type (no fill, tap or decap), drive strengths merged, types with 5 or more instances in the layout --
cell type	count
a221o	9
nor4	7
nand3	6
mux2	15
dfrtp	38
or3	7
clkbuf	5
clkdlybuf4s50	11
nand2	14
nor2	10
inv	10
a21oi	5
nor3	11
Power is estimated from default activity; no workload was simulated.
